## ./config.mk

```make
export PLATFORM = sky130hd
export DESIGN_NAME = up_down_counter_3b
export DESIGN_NICKNAME = up_down_counter_3b
export VERILOG_FILES = /design/flow/design.v
export SDC_FILE = /design/flow/constraint.sdc
export NUM_CORES = 4
export LEC_CHECK = 1
export CORE_AREA = 10 10 70 70
export DIE_AREA = 0 0 80 80
```

## ./constraint.sdc

```tcl
current_design up_down_counter_3b

set clk_period 1.2
set clk_io_pct 0.2

create_clock -name clk0 -period $clk_period [get_ports {clk}]

set non_clock_inputs [all_inputs -no_clocks]
set_input_delay [expr $clk_period * $clk_io_pct] -clock clk0 $non_clock_inputs
set_output_delay [expr $clk_period * $clk_io_pct] -clock clk0 [all_outputs]
```

## ./design.v

```verilog
module up_down_counter_3b (
    input clk,
    input rst,
    input mode,
    output reg[2:0] q
);
    always @(posedge clk) begin
        if(rst) 
            q = mode ? 0 : 7;
        else 
            q = mode ? q + 1 : q - 1;
    end
endmodule
module up_down_counter_3b_tb();
    reg clk=0,rst,mode=1;
    wire [2:0] q;
    up_down_counter_3b dut (clk,rst,mode,q);
    always #5 clk = ~clk;
    initial begin
        rst = 1; #10;
        rst = 0; mode=1; #100;
        rst = 1; mode=0; #10;
        rst = 0; mode=0; #100;
    end
endmodule
```

## ./run.sh

```bash
#!/bin/bash
# OpenROAD 26Q1-2900-gdf79404cd8, Yosys 0.63+post, stock flow scripts
make -C /OpenROAD-flow-scripts/flow DESIGN_CONFIG=/design/flow/config.mk WORK_HOME=/design/flow/orfs finish
```

==> run notes <==
impl run done, here's what came out: status finished with violations, failing checks negative setup slack, top cells, area dfxtp_1, fa_1, xnor2_1, mux2_2, mux2i_1, Yosys top cell by area dfxtp_1, share of cells above drive strength 1 approximately three fifths, internal reg-to-reg setup slack -20 ps, synthesized netlist cell count 10, Placed Area about 250 um^2, syn avg cell area between 10 and 15 um^2, Yosys chip area between 100 and 150 um^2, crit path max fanout 2, Pwr Total 0.465 mW, P per Cell Area between 1000 and 1500 nW/um^2, critical path launch point type flip-flop, DR DRC count 0, tool warning count 27, CORE AREA about 3400 um^2, Hold EP q[2]$_DFF_P_, gpl congestion about 0.71, drt via density approximately 1.8, Design Area, Final 315 um^2, via count ~130, # setup viols final 2, GRT Residual Overflow 0, Clock Tree Buf Depth 2, R2R cell count 5, Max Cap Viol 0, Max Freq 819 MHz, pre-CTS setup slack -490 ps, WHS between 400 and 500 ps, worst r2r dst q[2]$_DFF_P_, Pleak about 0.12 nW, worst clock skew about 0.033 ps, Unique cell types 7, hold depth 3, Synth Warn # 1, CTS tree yes, flop and latch count out of synthesis 3, yosys cell count 10, vias in the first global route ~140, Rows 21, final worst slack -20.8 ps, Seq share, synth between 40% and 50%, Max VDD drop 0.207 mV, die area roughly 6400 um^2, chip width 80 um, Synth top area share approximately 48%, post-layout utilization of the core 9.23%, routed len/inst 5.78 um, 1st-pass router iterations 2, Crit. End Element flip-flop, Final min period approximately 1200 ps, max-slew violations 0, Total GRT Usage between 1 and 1.5%, Tightest Hold Check Type in2reg, antenna violations before repair 1, critical path class reg2reg, Inserted Clock Buffers 3, Clock transition at path regs around 40 ps, Final Hold Fails 0, Worst Max-Slew Pin Slew 103 ps, # H-tree levels 1, Tcrit/Tclk final 102%, largest net degree at the start of global routing 3, r2r startpoint q[0]$_DFF_P_, crit path DRT 1320 ps, Rel. slew slack just over 90%, first-pass GRT wire length just under 600 um, fp_density under 10%, unrepaired setup endpoints after global routing yes, Port Buffers 5, CTS Sinks 3, starting DRC count in detailed routing 3, clk latency late pin 240 ps, Mapped Area 126 um^2, clock tree root buffer cell clkbuf_4, Area Growth Syn to Fin 150%, die height ~80 um, IO Count 6, Largest register FFs 3, Post-DRT Antenna Nets 0, worst min-delay path startpoint mode, total routed wirelength between 400 and 500 um, Final HPWL DP 299 um, Worst EP arrival approximately 1300 ps
[cell families after synthesis]
| kind of cell | share of synthesized area, % |
|---|---|
| xor gates and xnor gates | 13.9 |
| and+or+nand+nor | 2.97 |
| DFF | 47.5 |
| buffers and inverters | 2.97 |
| adders and majority gates | 15.8 |
| muxes | 16.8 |
[area by class of cell]
class / count / area (um^2)
clock buffers: 4 / 26.3
inverters: 1 / 3.75
multi-input cells: 6 / 65.1
repair buffers: 11 / 93.8
fillers: 405 / 3100
diodes: 2 / 5.00
flip-flops and latches: 3 / 63.8
well taps: 46 / 57.6
[worst max-delay path by stage]
stage,startpoint,to,slack [ps],cells after the start
CTS,q[0]$_DFF_P_,q[2]$_DFF_P_,-50,5
global route,q[0]$_DFF_P_,q[2]$_DFF_P_,-90,5
finish,q[0]$_DFF_P_,q[2]$_DFF_P_,-20,5
[per-stage QoR]
step | TNS [ps] | std cells
floorplan | 0 | 10
global placement | -881 | 63
detailed placement | -948 | 63
CTS | -97.0 | 70
global route | -139 | 72
finish | -23.1 | 73
[layout by cell type, fill, tap and decap left out, drive strengths merged]
| master | netlist | layout |
|---|---|---|
| dfxtp | 3 | 3 |
| nor2 | 1 | 1 |
| buf | 0 | 6 |
| inv | 1 | 1 |
| diode | 0 | 2 |
| xnor2 | 2 | 2 |
| fa | 1 | 1 |
| mux2i | 1 | 1 |
| mux2 | 1 | 1 |
| clkbuf | 0 | 4 |
| clkdlybuf4s50 | 0 | 1 |
| dlygate4sd2 | 0 | 4 |
[what timing repair did]
item | 4_1_cts | 5_1_grt
pin swaps | 1 | 4
buffers inserted | 3 | 2
endpoints found under the setup margin | 5 | 2
hold buffers | 0 | 0
gates resized | 9 | 1
hold endpoints to repair | 0 | 0
[power breakdown]
part	total [mW]	internal, mW	leakage, nW	switching (mW)
Clock	0.182	0.125	0.0150	0.0569
Combinational	0.138	0.0960	0.0814	0.0419
Sequential	0.145	0.131	0.0253	0.0145
Total	0.465	0.352	0.122	0.113
[worst max-delay path, cell delays in order, from the launching register on]
cell and delay [ps]:
dfxtp_2 310, buf_6 110, fa_2 330, xnor2_1 170
nor2_1 70, xnor2_1 120
[layer usage]
metal  track usage (%)  part of all wire (%)  vias up
met5                 0                     0        -
met4             0.528                   3.1        0
met3              3.18                    35        2
met2              1.28                    25        9
met1             0.931                    37       56
li1                  -                     -       63
[Yosys cell counts]
| library cell | n |
|---|---|
| fa_1 | 1 |
| mux2_2 | 1 |
| mux2i_1 | 1 |
| nor2_1 | 1 |
| dfxtp_1 | 3 |
| xnor2_1 | 2 |
| inv_1 | 1 |
Power is estimated from default activity; no workload was simulated.
