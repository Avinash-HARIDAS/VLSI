<file path="./config.mk">
export PLATFORM = sky130hd
export DESIGN_NAME = traffic_light_fsm
export DESIGN_NICKNAME = traffic_light_fsm
export VERILOG_FILES = /design/flow/design.v
export SDC_FILE = /design/flow/constraint.sdc
export NUM_CORES = 4
export LEC_CHECK = 1
export CORE_UTILIZATION = 30
</file>
<file path="./constraint.sdc">
current_design traffic_light_fsm

set clk_period 6.8
set clk_io_pct 0.2

create_clock -name clk0 -period $clk_period [get_ports {clk}]

set non_clock_inputs [all_inputs -no_clocks]
set_input_delay [expr $clk_period * $clk_io_pct] -clock clk0 $non_clock_inputs
set_output_delay [expr $clk_period * $clk_io_pct] -clock clk0 [all_outputs]
</file>
<file path="./design.v">
module traffic_light_fsm (
    input clk,
    input rst,          
    output reg NS_red,  
    output reg NS_yellow,
    output reg NS_green,
    output reg EW_red,  
    output reg EW_yellow,
    output reg EW_green  
);
    parameter S1_NSG_EWR = 2'b00;
    parameter S2_NSY_EWR = 2'b01;
    parameter S3_NSR_EWG  = 2'b10;
    parameter S4_NSR_EWY = 2'b11;
    parameter GREEN_TIME = 10; 
    parameter YELLOW_TIME = 3; 
    reg [1:0] PS, NS;
    reg [31:0] timer; 
    always @(posedge clk) begin
        if (rst)
            PS <= S1_NSG_EWR;
        else
            PS <= NS;
    end
    always @(*) begin
        case (PS)
            S1_NSG_EWR: 
                if (timer == GREEN_TIME)
                    NS = S2_NSY_EWR;
                else
                    NS = S1_NSG_EWR;
            S2_NSY_EWR: 
                if (timer == YELLOW_TIME)
                    NS = S3_NSR_EWG ;
                else
                    NS = S2_NSY_EWR;
            S3_NSR_EWG : 
                if (timer == GREEN_TIME)
                    NS = S4_NSR_EWY;
                else
                    NS = S3_NSR_EWG ;
            S4_NSR_EWY: 
                if (timer == YELLOW_TIME)
                    NS = S1_NSG_EWR;
                else
                    NS = S4_NSR_EWY;
            default: NS = S1_NSG_EWR;
        endcase
    end
    always @(posedge clk) begin
        if (rst)
            timer <= 0;
        else if (PS != NS)
            timer <= 0;
        else
            timer <= timer + 1;
    end
    always @(*) begin
        case (PS)
            S1_NSG_EWR: begin
                NS_green = 1;
                NS_yellow = 0;
                NS_red = 0;
                EW_green = 0;
                EW_yellow = 0;
                EW_red = 1;
            end
            S2_NSY_EWR: begin
                NS_green = 0;
                NS_yellow = 1;
                NS_red = 0;
                EW_green = 0;
                EW_yellow = 0;
                EW_red = 1;
            end
            S3_NSR_EWG : begin
                NS_green = 0;
                NS_yellow = 0;
                NS_red = 1;
                EW_green = 1;
                EW_yellow = 0;
                EW_red = 0;
            end
            S4_NSR_EWY: begin
                NS_green = 0;
                NS_yellow = 0;
                NS_red = 1;
                EW_green = 0;
                EW_yellow = 1;
                EW_red = 0;
            end
            default: begin
                NS_green = 0;
                NS_yellow = 0;
                NS_red = 1;
                EW_green = 0;
                EW_yellow = 0;
                EW_red = 1;
            end
        endcase
    end
endmodule
module TF_tb ();
    reg clk=0, rst;
    wire NS_red, NS_yellow, NS_green, EW_red, EW_yellow, EW_green;
    traffic_light_fsm dut (clk, rst, NS_red, NS_yellow, NS_green, EW_red, EW_yellow, EW_green);
    always #5 clk = ~clk;
    initial begin
        rst = 1;
        #10;
        rst = 0;
    end
    initial begin
        $monitor("Time=%0t | NS_red=%b NS_yellow=%b NS_green=%b | EW_red=%b EW_yellow=%b EW_green=%b", $time, NS_red, NS_yellow, NS_green, EW_red, EW_yellow, EW_green);
    end
endmodule
</file>
<file path="./run.sh">
#!/bin/bash
# OpenROAD 26Q1-2900-gdf79404cd8, Yosys 0.63+post, stock flow scripts
make -C /OpenROAD-flow-scripts/flow DESIGN_CONFIG=/design/flow/config.mk WORK_HOME=/design/flow/orfs finish
</file>
==> flow_summary.yaml <==
# yosys + openroad results
timing:
  fin_worst_skew_ns: 0.00391
  tightest_slew_ns: 0.544
  fin_crit_sh_pct: 40.0
  setup_violations: 0
  holdWs_ns: 0.499
  maxSlewHeadroom_pct: 63.4
  finalSetupTns_ns: 0
  finalCriticalPeriod_ns: 2.72
  maxSlewViolCount: 0
  rsz0062_at_grt: "no"
  fmax_ghz: 0.367
  hold_viol_final: 0
place:
  gp_congestion: 0.758
  place_area_um2: 1800
  dp_cells: 269
  portBuffers: 7
  dp_hpwl_mm: 2.15
floorplanning:
  initCoreUtil_pct: 32.0
  die_h_um: 76.8
  die-area_um2: 5900
  fp.coreArea_um2: 5240
  fp-row-count: 26
  ioPinCount: 8
  die_w_um: 76.8
run:
  warnings: 26
  cap_violations: 0
final_layout:
  drive_above_1_share_pct: 6.76
  final_common_cell: "dfxtp_1"
  final_cell_area_um2: 1910
  utilization_pct: 36.5
  layout.cells.non_filler: 277
  num-fill-cells: 519
  mi_logic_area_um2: 923
  final_cell_mix: "34 x dfxtp_1, 23 x nor2_1, 17 x a21oi_1"
  seq_area_um2: 681
  syn_to_final_growth_pct: 13.8
worst_setup_path:
  worst-setup-path-type: "register to primary output"
  cp_top_family: "buffers and inverters"
  cpPeakStageDelay_ns: 0.47
  slowest_stage: "clkdlybuf4s50_1"
  crit_fanout: 5
  critPathLaunchType: "register"
  critPathRequiredTime_ns: 5.44
  crit_chain: "inv_1 -> nor2_1 -> clkdlybuf4s50_1"
  end_kind: "primary output"
  reg2reg_depth: 5
  critPathArrivalTime_ns: 1.36
  critPathBufInv: 2
  critical_path_cell_count: 3
drt:
  ant_nets: 0
  drt_iter0_markers: 93
  first_pass_iters: 4
  post-route-drc-count: 0
  antennaDiodeCount: 0
  via_per_inst: 5.26
  vias: 1457
  wirelength_mm: 3.42
  drt-wirelength-per-cell_um: 12.3
global_routing:
  grt_pass1_vias: 1293
  grt_max_degree: 33
  antenna_found_initial: 0
  grt_pass1_wl_mm: 6.09
  grtUsageTotal_pct: 12.6
  globalRoute.totalOverflow: 0
clock_tree:
  cts_setup_buffers: 0
  cts_root_buf: "clkbuf_8"
  cts_buffer_depth: 2
  numCtsBuffers: 5
  cts_tree: "yes"
  worstSkewPairLatency_ns: 0.29
  clkTransAtPathRegs_ns: 0.07
  cts_sinks: 34
  cts_hold_buf: 0
  htree_levels: 2
  cts_resized: 0
logic_synthesis:
  ys_area_um2: 1680
  edf_count: 0
  postSynthAreaPerCell_um2: 8.27
  yosysUniqueCellTypes: 30
  synthesis.instances: 203
  synth_seq_share_pct: 40.6
  yosys_cells: 203
  flop_cell: "dfxtp_1"
  ys_ff: 34
  async_flop_share_pct: 0
  synth_area_um2: 1680
  yosys_warnings: 1
worst_hold_path:
  hold_depth: 2
  hp-class: "register to register"
status:
  outcome: "completed"
pwr:
  p_per_area_nw_per_um2: 209
  ir_worst_vdd_mv: 0.115
  p_leak_nw: 0.587
==> synthesized netlist by cell type, types with 5 or more instances <==
cell type | count | share of area, %
clkbuf_1 | 7 | 1.6
nand2_1 | 9 | 2.0
nor3_1 | 5 | 1.5
o21ai_0 | 10 | 3.0
a21oi_1 | 17 | 5.1
xnor2_1 | 8 | 4.2
nor4_1 | 8 | 3.0
nand4_1 | 8 | 3.0
nor2_1 | 23 | 5.1
dfxtp_1 | 34 | 41
or3_1 | 9 | 3.4
nand3_1 | 12 | 3.6
or4_1 | 10 | 4.5
inv_1 | 8 | 1.8
o31ai_1 | 9 | 4.0
==> worst register-to-register path: stages (launching register included) <==
cell	delay (ns)
dfxtp_1	0.43
ha_1	0.30
nand2_1	0.15
or4_1	0.69
or4_1	0.58
a21oi_1	0.15
==> where the power goes <==
part | internal (mW) | switching (mW) | leakage, nW | total [mW]
sequential | 0.201 | 0.00250 | 0.274 | 0.203
combinational | 0.00351 | 0.00621 | 0.261 | 0.00972
clock | 0.109 | 0.0762 | 0.0514 | 0.186
total | 0.313 | 0.0849 | 0.587 | 0.398
==> cell type report <==
cell class | count | area share (%)
clock buffers | 6 | 3.80
flip-flops and latches | 34 | 35.6
repair buffers | 8 | 4.06
multi-input cells | 149 | 48.4
clock inverters | 2 | 1.97
well taps | 70 | 4.59
inverters | 8 | 1.57
==> cells by family after synthesis <==
logic type | count (synthesis) | synth area share (%)
AOI/OAI and AO/OA | 41 | 14.5
xor gates and xnor gates | 12 | 6.26
adders and majority gates | 2 | 1.49
buffers and inverters | 20 | 5.22
DFF | 34 | 40.6
muxes | 1 | 0.671
and+or+nand+nor | 93 | 31.3
==> final timing paths <==
kind	start	end	slack [ns]
hold / removal	timer[31]$_SDFF_PP0_	timer[31]$_SDFF_PP0_	0.50
setup reg to reg	timer[0]$_SDFF_PP0_	timer[22]$_SDFF_PP0_	4.43
setup / recovery	PS[1]$_SDFF_PP0_	EW_yellow	4.08
hold reg to reg	timer[31]$_SDFF_PP0_	timer[31]$_SDFF_PP0_	0.50
==> state kept, by name, indices dropped and copies added (netlist names) <==
register / flops
PS: 2
timer: 32
==> per-stage QoR <==
| stage | power (mW) | setup WS, ns |
|---|---|---|
| global route | 0.416 | 3.95 |
| finish | 0.398 | 4.08 |
| global placement | 0.217 | 4.10 |
| floorplan | 0.213 | 4.81 |
| detailed placement | 0.217 | 4.07 |
| CTS | 0.402 | 4.06 |
==> metal layers <==
metal  vias to the layer above  track usage (%)  wire (um)
met1                       680             19.6       1810
met5                         -                0          0
met4                         0             1.73         30
li1                        756                -          -
met2                        17             18.6       1480
met3                         4             2.90         97
Power figures rest on the tool's default switching activity, not on a simulated workload.
